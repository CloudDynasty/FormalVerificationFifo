File: flow/config.mk
export PLATFORM = sky130hd
export DESIGN_NAME = fifo
export DESIGN_NICKNAME = fifo
export VERILOG_FILES = /design/flow/design.v
export SDC_FILE = /design/flow/constraint.sdc
export NUM_CORES = 4
export LEC_CHECK = 1
export CORE_UTILIZATION = 30
File: flow/constraint.sdc
current_design fifo

set clk_period 3.5
set clk_io_pct 0.2

create_clock -name clk0 -period $clk_period [get_ports {clk}]

set non_clock_inputs [all_inputs -no_clocks]
set_input_delay [expr $clk_period * $clk_io_pct] -clock clk0 $non_clock_inputs
set_output_delay [expr $clk_period * $clk_io_pct] -clock clk0 [all_outputs]
File: flow/run.sh
#!/bin/bash
# OpenROAD 26Q1-2900-gdf79404cd8, Yosys 0.63+post, stock flow scripts
make -C /OpenROAD-flow-scripts/flow DESIGN_CONFIG=/design/flow/config.mk WORK_HOME=/design/flow/orfs finish
File: flow/design.v
module fifo( clk, rst, in_read_ctrl, in_write_ctrl, in_write_data, 
             out_read_data, out_is_full, out_is_empty
             );
parameter
  ENTRIES = 4; 
localparam [31:0]  
  ENTRIES_LOG2 = $clog2(ENTRIES);
   input  logic       clk; 
   input  logic       rst;
   input  logic       in_read_ctrl;
   input  logic       in_write_ctrl;
   input  logic [7:0] in_write_data;
   output logic [7:0] out_read_data;
   output logic       out_is_full;
   output logic       out_is_empty;
   logic [ENTRIES_LOG2-1:0]  write_ptr;
   logic [ENTRIES_LOG2-1:0]  read_ptr;
   logic [ENTRIES-1:0] [7:0] fifo_data;
   logic [7:0]               head;
   logic [ENTRIES_LOG2:0]    number_of_current_entries; 
always_ff @(posedge clk) begin
   if (rst) begin
      write_ptr <= 0;
   end
   else if (in_write_ctrl) begin
      write_ptr <= write_ptr + 1'b1;
      fifo_data[write_ptr] <= in_write_data;
   end
end
always_comb begin
   head = fifo_data[read_ptr];
end
always_ff @(posedge clk) begin
   if (rst) begin
      read_ptr <= 0;
   end
   else if (in_read_ctrl) begin
      read_ptr <= read_ptr + 1'b1;
      out_read_data <= head;
   end
end
always_ff @(posedge clk) begin
   if (rst) begin
      number_of_current_entries <= 0;
      out_is_empty <= 1;
      out_is_full <= 0;
   end
   else if (in_read_ctrl & ~in_write_ctrl ) begin
      number_of_current_entries <= number_of_current_entries - 1'b1;
      out_is_full <= 0;
      out_is_empty <= (number_of_current_entries == 1'b1);       
   end
   else if (~in_read_ctrl & in_write_ctrl) begin
      number_of_current_entries <= number_of_current_entries + 1'b1;
      out_is_empty <= 0;
      out_is_full <= (number_of_current_entries == (ENTRIES-1'b1)); 
   end
    else if (~in_read_ctrl & ~in_write_ctrl) begin
      out_is_empty <= 0;
      out_is_full <= 0; 
   end
end
endmodule
==> results.ini <==
[global_routing]
antenna_found_initial = 0
groute.usage.overall = 0.1188
grt.overflow.total = 0
grt_pass1_vias = 1461
grt_pass1_wl_mm = 7.348
grt_start_max_net_pins = 33

[cells_and_area]
syn2layout_area_growth_pct = 17.08
finalInstanceArea_sq_mm = 0.002848
instances_no_fill = 337
final_util = 0.3666
layout-drive-gt1-share = 0.08936

[place]
place_ws_ns = 1.035
dpl-instance-area_sq_mm = 0.002736
place_hpwl_mm = 2.933
place_inst = 329
gp_congestion = 0.7933
port_buffers = 21

[worst_setup_path]
worstSetupEndpointType = flip-flop
worst_setup_path_start_kind = flip-flop
r2r_cells = 5
cp_max_fo = 12
crit_family = simple AND/OR/NAND/NOR gates
worst_ep_arrival_time_ns = 2.32
path_buffers = 1
required_ns = 3.65
cp.depth = 5
crit_type = reg2reg
path_cells = inv_1, ha_1, nor4b_4, nand2_1, o21ai_0
crit_path_top_delay_cell = nor4b_4
slowest_delay_ns = 0.69

[outcome]
status = finished, final reports clean

[synth]
synth.distinct_cells = 26
ys_chip_area_sq_mm = 0.002432
synth-seq-cells = 49
yosys_warnings = 1
ys_cells = 211
synth.avg_cell_area_sq_um = 11.53
ys_seq_frac = 0.5679
syn_area_sq_mm = 0.002432
synthCells = 211

[power]
p_leak_nw = 1.064
ir_drop_v = 0.0002361
finalPower_mw = 1.309
power_density_mw_per_mm2 = 459.7

[sta]
maxSlewViolCount = 0
hold_violations = 0
rsz0062_at_grt = false
fmax_mhz = 461.1
slew_headroom = 0.4248
holdWs_ns = 0.4840
setup_tns_ns = 0
setup_ws_ns = 1.331
worst_pin_slew_ns = 0.8596
finalClockSkew_ns = 0.006252
period_minus_slack_ns = 2.169
finalCritPeriodShare = 0.6196
setup_viol = 0

[clock_network]
cts_tree = done
cts_resized = 0
clk_latency_ns = 0.31
hold_buffers = 0
cts_setup_buffers = 0
ctsHtreeMaxLevel = 2
cts.sinks = 49
numCtsBuffers = 5
clk_pin_slew_ns = 0.09
clockRootBuffer = clkbuf_8
max-clock-path-buffers = 2

[run]
maxCapViolCount = 0
warning_count = 34

[detailed_routing]
ant_nets = 0
vias = 1527
route.detailed.drc = 0
vias_per_cell = 4.531
wl_per_cell_um = 13.70
diodes = 0
drt_iter0_drc = 76
dr.pass1.iters = 4
routed_wl_mm = 4.618

[floorplanning]
ios = 22
row_count = 32
dieWidth_um = 92.05
core_area_sq_mm = 0.007767
die-area_sq_mm = 0.008472
fp_util = 0.3131
chipHeight_um = 92.05

[hold_path]
min_path_cells = 2
hold_path_class = reg2reg

==> area by class of cell <==
cell class	instances	area (sq um)
fill	752	4920
sequential	49	1381
multi-input combinational	117	863.3
timing repair buffer	22	217.7
inverter	39	146.4
tap	102	127.6
clock buffer	6	72.57
clock inverter	2	38.79
==> power by group <==
part           total [mW]  switching [mW]  internal [mW]
Combinational       0.188          0.0937         0.0944
Sequential          0.713          0.0311          0.682
Clock               0.408           0.193          0.215
==> state kept, by name, indices dropped and copies added (netlist names) <==
signal	cells
fifo_data	32
read_ptr	2
write_ptr	2
number_of_current_entries	3
out_read_data	8
out_is_full	1
out_is_empty	1
==> logic make-up after synthesis <==
group	count (synthesis)	share of synthesized area
and+or+nand+nor	51	0.1075
DFF	49	0.5679
buffers and inverters	45	0.07819
AOI/OAI and AO/OA	39	0.08334
adders and majority gates	13	0.06687
muxes	9	0.07819
xor gates and xnor gates	5	0.01800
==> synth_stat cells (all sizes together) <==
master	instances	area, sq um
nor4b	2	47.55
nor3	1	5.000
a21o	1	7.510
mux2i	1	10.01
mux4	8	180.2
a211oi	1	7.510
o21ai	33	165.2
buf	5	40.04
xor2	1	8.760
inv	39	146.4
dfxtp	9	180.2
ha	13	162.7
edfxtp	40	1201
nand2	34	127.6
xnor2	4	35.03
clkbuf	1	3.750
and3b	1	8.760
nor3b	1	7.510
o31ai	1	7.510
nand2b	1	6.260
nor2	9	33.78
and4bb	2	25.02
a21oi	3	15.01
==> tightest hold or removal path, stage by stage, from the launching register on <==
cell and delay (ns):
dfxtp_1 0.33, a21oi_1 0.06, o31ai_1 0.06
==> placed cells by master (no fill, tap or decap), types with 2 or more instances in the layout <==
master            n
and4bb_2          2
nor2_1            8
a21oi_1           3
ha_1             13
xnor2_1           4
nand2_1          34
clkdlybuf4s50_1  21
o21ai_1           4
mux4_2            8
inv_1            39
dfxtp_1           9
edfxtp_1         40
o21ai_0          29
clkbuf_8          5
nor4b_4           2
==> metal layers <==
layer  track usage  up-vias  wire, um
met1        0.1686      728      2127
met5             0        -         0
met4       0.01302        0        68
li1              -      760         -
met2        0.1872       34      2145
met3       0.04557        5       276
==> final timing paths <==
path / from / to / slack, ns
worst max-delay path: write_ptr[0] / fifo_data[17] / 1.33
worst min-delay path: out_is_empty / out_is_empty / 0.48
worst max register to register: write_ptr[0] / fifo_data[17] / 1.33
worst min register to register: out_is_empty / out_is_empty / 0.48
Power figures rest on the tool's default switching activity, not on a simulated workload.
